$ cat flow/design.v
module FIFO_1_input (  
	input wire clk,
	input wire [63:0] in,
	output reg [63:0] out
);
reg [63:0] hold;
initial begin
	hold = 64'h0000000000000000;
	out  = 64'h0000000000000000;
end
always @(posedge(clk)) begin
	hold <= in;
	out  <= hold;
end
endmodule
$ cat flow/run.sh
#!/bin/bash
# OpenROAD 26Q1-2900-gdf79404cd8, Yosys 0.63+post, stock flow scripts
make -C /OpenROAD-flow-scripts/flow DESIGN_CONFIG=/design/flow/config.mk WORK_HOME=/design/flow/orfs finish
$ cat flow/config.mk
export PLATFORM = sky130hd
export DESIGN_NAME = FIFO_1_input
export DESIGN_NICKNAME = FIFO_1_input
export VERILOG_FILES = /design/flow/design.v
export SDC_FILE = /design/flow/constraint.sdc
export NUM_CORES = 4
export LEC_CHECK = 1
export CORE_UTILIZATION = 40
$ cat flow/constraint.sdc
current_design FIFO_1_input

set clk_period 1.0
set clk_io_pct 0.2

create_clock -name clk0 -period $clk_period [get_ports {clk}]

set non_clock_inputs [all_inputs -no_clocks]
set_input_delay [expr $clk_period * $clk_io_pct] -clock clk0 $non_clock_inputs
set_output_delay [expr $clk_period * $clk_io_pct] -clock clk0 [all_outputs]
==> results.sh <==
# yosys + openroad results
export IMPL_crit_chain="buf_6"
export IMPL_holdPathStages=1
export IMPL_skew_ps=5.58
export IMPL_comb_cells=0
export IMPL_routedWlPerCell_um=11.4
export IMPL_chipArea_mm2=0.00673
export IMPL_gp_congestion=0.688
export IMPL_r2r_slack_ps=600
export IMPL_drv_slew=0
export IMPL_grt_max_degree=17
export IMPL_finalWirelength_um=4150
export IMPL_cts_root_buffer="clkbuf_8"
export IMPL_finalPower_mw=12.2
export IMPL_rsz0062_at_grt="true"
export IMPL_fp_dieH_um=82.0
export IMPL_synth_flop_count=128
export IMPL_dr_first_iter_drc_count=36
export IMPL_syn_area_per_cell_um2=20.0
export IMPL_layout_drive_gt1_share_pct=36.1
export IMPL_grt_overflow=0
export IMPL_synth_area_mm2=0.00256
export IMPL_dr_pass1_iters=2
export IMPL_route_detailed_drc=0
export IMPL_grt_pass1_wl_um=6170
export IMPL_fin_hold_ws_ps=150
export IMPL_cts_setup_buffers=0
export IMPL_numCtsBuffers=17
export IMPL_fin_ws_ps=-119
export IMPL_whs_endpoint="hold[5]"
export IMPL_yosysWarnings=1
export IMPL_dpl_hpwl_um=2640
export IMPL_power_density_mw_per_mm2=2840
export IMPL_mostFrequentLayoutCells="117 x dfxtp_1, 64 x clkdlybuf4s50_1, 63 x buf_2"
export IMPL_portBuffers=128
export IMPL_cts_hold_buffers_added=0
export IMPL_rows=28
export IMPL_max_cap_viol_count=0
export IMPL_layout_min_cycle_time_ps=1120
export IMPL_antenna_violating_nets_post_route=0
export IMPL_slew_headroom_pct=82.0
export IMPL_status="finished, violations left"
export IMPL_tool_warnings=28
export IMPL_critPathBufInv=1
export IMPL_netlist_instances=128
export IMPL_ys_types=1
export IMPL_critical_path_top_delay_family="flip-flops"
export IMPL_core_area_mm2=0.00606
export IMPL_track_usage_pct=13.3
export IMPL_antenna_found_initial=0
export IMPL_crit_slowest_cell="dfxtp_2"
export IMPL_startpoint_type="register"
export IMPL_fp_util_pct=42.3
export IMPL_worstHoldStart="in[5]"
export IMPL_r2r_start="hold[51]"
export IMPL_mi_logic_area_um2=0
export IMPL_tightestPinTransition_ps=270
export IMPL_place_inst=331
export IMPL_endpoint_kind="primary output"
export IMPL_worstReg2RegEnd="out[51]"
export IMPL_ioPinCount=129
export IMPL_clkLatencyLatePin_ps=490
export IMPL_finalSetupViolCount=64
export IMPL_cp_arrival_ps=920
export IMPL_viasPerCell=3.76
export IMPL_leakage_nw=1.89
export IMPL_ys_cells=128
export IMPL_reg2regPathDepth=0
export IMPL_fmax_ghz=0.894
export IMPL_tns_ps=-5300
export IMPL_clock_sinks=128
export IMPL_layout_top_cell="dfxtp_1"
export IMPL_ys_seq_share_pct=100
export IMPL_slowest_delay_ps=320
export IMPL_area_growth_pct=66.7
export IMPL_die_w_um=82.0
export IMPL_failed_checks="negative setup slack"
export IMPL_fin_crit_sh_pct=112
export IMPL_critPathMaxFanout=1
export IMPL_final_cells=363
export IMPL_utilization_pct=70.5
export IMPL_clockBufferDepth=2
export IMPL_hold_violations=0
export IMPL_antennaDiodeCount=0
export IMPL_ir_drop_mv=2.09
export IMPL_cts_htree_levels=4
export IMPL_crit_type="register to primary output"
export IMPL_ys_chip_area_mm2=0.00256
export IMPL_vias=1366
export IMPL_hold_class="input port to register"
export IMPL_fillCellCount=433
export IMPL_crit_required_ps=800
export IMPL_grt_pass1_vias=1277
export IMPL_clk_pin_slew_ps=50
export IMPL_cts_tree="yes"
## per-stage QoR
stage               worst slack, ps  instance area [µm²]
global route                   -167                 4270
global placement               22.4                 3940
finish                         -119                 4270
detailed placement             25.2                 3940
CTS                            -152                 4260
floorplan                       538                 2560
## synthesized netlist by cell type
cell type,number,area [µm²]
dfxtp_1,128,2560
## final cells by class
cell class / count / area [µm²] / share of cell area (%)
clock inverters: 10 / 183 / 4.28
clock buffers: 22 / 453 / 10.6
well taps: 75 / 93.8 / 2.20
repair buffers: 128 / 967 / 22.6
flip-flops and latches: 128 / 2580 / 60.3
## power by group
group          internal [mW]  leakage [nW]  switching [mW]
Combinational          0.299         0.504          0.0473
Clock                   4.42         0.301            1.95
Sequential              5.38          1.08          0.0539
Total                   10.1          1.89            2.05
## metal layers
metal,vias to the layer above,track usage (%),wire length [µm]
li1,692,-,-
met3,2,9.13,656
met2,79,18.3,1850
met4,0,2.11,14
met5,-,0,0
met1,593,18.1,1630
## logic make-up after synthesis
| group | synth area share, % |
|---|---|
| flops | 100 |
## timing repair
action | CTS | global route
setup endpoints to repair | 64 | 64
pin swaps | 0 | 0
resized | 202 | 5
## how the worst max path moves through the flow
stage,slack (ps),cells past startpoint,start,end
after CTS,-150,1,out[6],out[6]
final,-120,1,out[6],out[6]
after global routing,-170,1,out[6],out[6]
## state kept, by name, indices dropped and copies added (netlist names)
| register | count |
|---|---|
| hold | 64 |
| out | 64 |
Power figures rest on the tool's default switching activity, not on a simulated workload.

[config.mk]
export PLATFORM = sky130hd
export DESIGN_NAME = FIFO_2_input
export DESIGN_NICKNAME = FIFO_2_input
export VERILOG_FILES = /design/flow/design.v
export SDC_FILE = /design/flow/constraint.sdc
export NUM_CORES = 4
export LEC_CHECK = 1
export CORE_UTILIZATION = 40
[constraint.sdc]
current_design FIFO_2_input

set clk_period 1.0
set clk_io_pct 0.2

create_clock -name clk0 -period $clk_period [get_ports {clk}]

set non_clock_inputs [all_inputs -no_clocks]
set_input_delay [expr $clk_period * $clk_io_pct] -clock clk0 $non_clock_inputs
set_output_delay [expr $clk_period * $clk_io_pct] -clock clk0 [all_outputs]
[design.v]
module FIFO_2_input (  
	input wire clk,
	input wire [63:0] in_1,
	input wire [63:0] in_2,
	output reg [63:0] out_1,
	output reg [63:0] out_2
);
reg [63:0] hold_1;
reg [63:0] hold_2;
initial begin
	hold_1 = 64'h0000000000000000;
	out_1  = 64'h0000000000000000;
	hold_2 = 64'h0000000000000000;
	out_2  = 64'h0000000000000000;
end
always @(posedge(clk)) begin
	hold_1 <= in_1;
	out_1  <= hold_1;
	hold_2 <= in_2;
	out_2  <= hold_2;
end
endmodule
[run.sh]
#!/bin/bash
# OpenROAD 26Q1-2900-gdf79404cd8, Yosys 0.63+post, stock flow scripts
make -C /OpenROAD-flow-scripts/flow DESIGN_CONFIG=/design/flow/config.mk WORK_HOME=/design/flow/orfs finish
==> results.cfg <==
; synthesis and place-and-route metrics
[placement]
dp_cells = 680
gp_congestion = 0.751
numPortBuffers = 256

[power_and_ir_drop]
leakage_nw = 3.54
power_frac_seq = 0.543
switchingPower_mw = 3.65
p_int_mw = 16.3
p_comb_frac = 0.036
clkPwrFrac = 0.421
switching_share = 0.183
powerDensity_nw_per_um2 = 2480
ir_drop_v = 0.00166

[finish]
layout_top_cells = dfxtp_1 (235), clkdlybuf4s50_1 (128), buf_2 (125), clkbuf_16 (25), dfxtp_2 (21)
area_growth_syn_to_layout_pct = 57.3
lay_top_count = dfxtp_1
nMultiInputCombCells = 0
drive_gt1_frac = 0.329
instances_no_fill = 724
logic_area_sq_um = 0
fin_util = 0.657

[min_path]
hold_class = input port to register
min_from = in_1[22]
min_path_cells = 1
worstHoldEndpoint = hold_1[22]

[clock_network]
cts_hold_buf = 0
clkSinkCount = 256
cts_setup_buffers = 0
clock_path_buffers = 3
cts_htree_levels = 1
cts_root_buf = clkbuf_16
cts_tree = done
clk_latency_ps = 490
cts_resized = 429
cts.clk_slew.worst_paths_ps = 60
numCtsBuffers = 24

[logic_synthesis]
yosysUniqueCellTypes = 1
ys_cells = 256
synthesis.area_sq_um = 5120
postSynthCellCount = 256
ys_sh_xor = 0
postSynthAreaPerCell_sq_um = 20.0
yosys-stat-area_sq_um = 5120
ys_sh_aoi = 0
postSynthSeqShare = 1.00
yosysWarnings = 1
top_area_cell = dfxtp_1
mux_area_frac = 0
ys_sh_adder = 0
topCellsByArea = dfxtp_1 (100%)
top_area_frac = 1.00
simple_gate_area_frac = 0
numSynthFlops = 256

[route]
route.layer.met1.wl_um = 3490
vias_per_cell = 3.77
dr.first_iter.drc_count = 110
routedWlPerCell_um = 13.9
route.antenna.diode_count = 0
met3_length_um = 1550
num_vias = 2728
drc_errors = 0
first_pass_iters = 2
top_layer = met4
routed-wl-met2_um = 4660
ant_nets = 0
drt_wl_total_um = 10100

[critical_path]
crit_chain = buf_2
r2r_setup_slack_ps = 590
slowest_stage = dfxtp_2
cp-start-kind = register
crit_required_ps = 800
cpPeakStageDelay_ps = 320
cp-end-kind = output port
crit_fanout = 1
r2r-end = out_1[33]
crit-reg2reg-launch = hold_1[33]
cp.arrival_ps = 920
ff2ff_path_depth = 0
worstPathBufferInverterCount = 1
critPathKind = register to output port
cp_top_family = flip-flops

[sta]
clock_skew_ps = 4.14
period_needed_ps = 1120
timing.final.max_slew_violations = 0
max_freq_ghz = 0.895
slew_headroom = 0.908
setup_viol = 128
final_hold_viol_count = 0
fin_ws_ps = -118
finalClockPeriodUsage = 1.12
rsz0062_at_grt = true
worst_slew_pin_slew_ps = 138

[job]
warnings = 27
max_cap_viol_count = 0

[outcome]
run_status = complete, but fails checks
violations = negative setup slack

[grt]
grt_pass1_vias = 2668
grt_max_degree = 15
overflow = 0
grt_pass1_wl_um = 14200
grt_util_all_layers = 0.153
grt_antenna_before_repair = 0

[floorplanning]
fp_util = 0.418
placement_rows = 40
die_h_um = 115
die-area_sq_um = 13300
core_sq_um = 12300
ioPinCount = 257
fp.dieW_um = 115
metal layers:
| layer | GRT usage | vias to the layer above |
|---|---|---|
| li1 | - | 1357 |
| met2 | 0.242 | 166 |
| met5 | 0 | - |
| met1 | 0.178 | 1178 |
| met4 | 0.0554 | 0 |
| met3 | 0.0853 | 27 |
per-stage QoR:
stage          hold slack, ps  setup WS (ps)  area (sq um)  total power, mW  setup TNS (ps)
4_1_cts                   133           -133          8040             20.2          -13890
6_report                  150           -118          8060             20.0          -11210
3_3_place_gp              310          -42.9          7900             12.1           -50.8
3_5_place_dp              312          -38.1          7900             12.1           -42.5
2_1_floorplan             228            538          5120             11.0               0
5_1_grt                   130           -155          8060             20.8          -15880
power by group through the flow:
stage         Combinational (mW)  Sequential (mW)  Clock [mW]
finish                     0.723             10.9        8.41
global route               0.785             10.9        9.08
CTS                        0.733             10.9        8.63
how the worst max path moves through the flow:
| stage | depth (start not counted) | endpoint | slack [ps] | start |
|---|---|---|---|---|
| CTS | 1 | out_2[26] | -130 | out_2[26] |
| global route | 1 | out_2[21] | -160 | out_2[21] |
| finish | 1 | out_1[27] | -120 | out_1[27] |
synthesized netlist by cell type:
master,n
dfxtp_1,256
cells by family (layout without fill, tap and decap cells):
logic type,count (synthesis),after routing
DFF,256,256
buffers and inverters,0,300
flip-flops by register name, summed over array words and instances, names as in the netlist:
signal  count
out_1      64
hold_1     64
out_2      64
hold_2     64
cell type report:
type | instances | area (sq um)
clock buffer | 40 | 732
clock inverter | 4 | 26.3
fill | 939 | 4200
sequential | 256 | 5150
tap | 168 | 210
timing repair buffer | 256 | 1940
Power is estimated from default activity; no workload was simulated.

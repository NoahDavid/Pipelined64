File: config.mk
export PLATFORM = sky130hd
export DESIGN_NAME = write_back_stage
export DESIGN_NICKNAME = write_back_stage
export VERILOG_FILES = /design/flow/design.v
export SDC_FILE = /design/flow/constraint.sdc
export NUM_CORES = 4
export LEC_CHECK = 1
export CORE_AREA = 10 10 134 134
export DIE_AREA = 0 0 144 144
File: constraint.sdc
current_design write_back_stage

set clk_period 10.1
set clk_io_pct 0.2

create_clock -name clk0 -period $clk_period

set non_clock_inputs [all_inputs -no_clocks]
set_input_delay [expr $clk_period * $clk_io_pct] -clock clk0 $non_clock_inputs
set_output_delay [expr $clk_period * $clk_io_pct] -clock clk0 [all_outputs]
File: design.v
module WB_decoder_unit (  
	input wire [63:0] IR,
	input wire [63:0] old_IR,
	output reg        write_mem,  
	output reg        write_reg,
	output reg  [5:0] reg_index,
	output reg        from_mem
);
initial begin
	write_mem = 1'b0;
	write_reg = 1'b0;
	from_mem  = 1'b0;
	reg_index = 6'b000000;
end
parameter NOP_CODE  = 6'b000000;
parameter MOV_CODE  = 6'b000001;
parameter LD_CODE   = 6'b000010;
parameter STR_CODE  = 6'b000011;
parameter BEQ_CODE  = 6'b000100;
parameter BNEQ_CODE = 6'b000101;
parameter ALU_CODE  = 6'b000110;
parameter LDI_CODE  = 6'b000111;
parameter STRI_CODE = 6'b001000;  
always @(old_IR[63:58]) begin
	if (old_IR[63:58] == 6'b000011) begin
		write_mem <= 1'b1;
	end else begin
		write_mem <= 1'b0;
	end
end
always @(IR[63:58],IR[57:52],IR[17:12]) begin
	if (IR[63:58] == ALU_CODE || IR[63:58] == LDI_CODE || IR[63:58] == MOV_CODE || IR[63:58] == LD_CODE) begin
		write_reg <= 1'b1;   
	end else begin
		write_reg <= 1'b0;
	end
	if (IR[63:58] == LD_CODE) begin
		from_mem <= 1'b1;   
	end else begin
		from_mem <= 1'b0;
	end
	if (IR[63:58] == LDI_CODE) begin
		reg_index <= IR[57:52];  
	end else begin
		reg_index <= IR[17:12];
	end
end
endmodule
module write_back_stage (  
    input wire clk,
    input wire  [63:0] IR,
    input wire  [63:0] IR_old,
    input wire  [63:0] mem_out,
    input wire  [63:0] mem_in,
    output reg  [63:0] reg_wb_data,
    output wire        reg_wb_en,
    output wire [5:0]  reg_wb_index,
    output wire        dat_wb_en
);
wire from_mem;
initial begin
    reg_wb_data = 64'h0000000000000000;
end
always @(mem_out, mem_in, from_mem) begin
    if (from_mem) begin
        reg_wb_data <= mem_out;
    end else begin
        reg_wb_data <= mem_in;
    end
end
WB_decoder_unit decoder(IR, IR_old, dat_wb_en, reg_wb_en, reg_wb_index, from_mem);
endmodule
File: run.sh
#!/bin/bash
# OpenROAD 26Q1-2900-gdf79404cd8, Yosys 0.63+post, stock flow scripts
make -C /OpenROAD-flow-scripts/flow DESIGN_CONFIG=/design/flow/config.mk WORK_HOME=/design/flow/orfs finish
==> flow_metrics.tcl <==
# metrics dict for downstream scripts
set metrics [dict create \
    setup-tns-final_ns 0 \
    slew_violations 0 \
    drt_drc_violations_left 0 \
    routed_antenna_nets 0 \
    grt_first_pass_wirelength_um 11300 \
    dp.final_hpwl_um 7870 \
    power.static_leakage_uw 0.00152 \
    layout.cell_area.non_filler_um2 3570 \
    synthesis.yosys.warnings 2 \
    whs_path_depth 3 \
    numSequentialCells 0 \
    power-per-cell-area_nw_per_um2 32.9 \
    pre_cts_ws_ns 3.39 \
    critical-path-slowest-cell "sky130_fd_sc_hd__buf_4" \
    place.gp.congestion 0.770 \
    slew-limit-headroom 0.575 \
    critical_path_class "input pin to output port" \
    worst-slew-pin-transition_ns 0.637 \
    endpoint_kind "output port" \
    synth.distinct_cells 13 \
    layout_setup_ws_ns 3.46 \
    global_route.overflow_total 0 \
    yosysCellCount 86 \
    post_route_cells_drive_above_1_share 0.240 \
    crit_path_frequent_cell "sky130_fd_sc_hd__clkdlybuf4s50_1" \
    routedWlPerCell_um 17.0 \
    finalCriticalPeriod_ns 6.64 \
    num_rows 45 \
    core_area_um2 15100 \
    cp_cell_sequence "clkdlybuf4s50_1 > nor3_2 > nand3_4 > buf_4 > mux2_4 > clkdlybuf4s50_1" \
    num_vias 1571 \
    critical_path_buf_inv_count 3 \
    detail_route.vias_per_cell 3.19 \
    first_pass_iters 3 \
    ys_seq_frac 0 \
    post_cts_buffers 0 \
    vdd.ir_drop.worst_uv 8.92 \
    multi_input_gate_area_in_the_final_layout_um2 1090 \
    first_global_vias 1795 \
    ff_latch_area_um2 0 \
    detailedRoute.firstIterationViolations 19 \
    fp_util 0.0766 \
    io_buffers 224 \
    critical_path_at_ns 4.62 \
    max_cap_viol_count 0 \
    largest_net_degree_at_the_start_of_global_routing 35 \
    worstPathRequired_ns 8.08 \
    routed_wl_um 8370 \
    crit_start "IR[63]" \
    antennaDiodeCount 0 \
    post_cts_resized 0 \
    post_synth_instance_area_um2 1160 \
    run_status "finished, final reports clean" \
    final_hold_viol_count 0 \
    min-delay-start "IR_old[59]" \
    place_area_um2 3570 \
    stage_log_warnings 140 \
    floorplan.die.height_um 144 \
    grt_usage 0.0715 \
    report.final.setup_viol 0 \
    maxClockFrequency_ghz 0.151 \
    timing.critical_path.slowest_cell_delay_ns 0.53 \
    chip_area_um2 20700 \
    pin_count 329 \
    grt_setup_unrepaired "no" \
    crit_path_start_kind "input pin" \
    ctsHoldBuffers 0 \
    n_fill_cell 1575 \
    area_overhead_of_the_layout_relative_to_synthesis_pct 208 \
    syn_avg_cell_area_um2 13.5 \
    cpLargestDelayFamily "buffers and inverters" \
    antenna_found_initial 0 \
    postSynthCellCount 86 \
    yosysChipArea_um2 1160 \
    hold_end "dat_wb_en" \
    min_period_over_period 0.657 \
    report.power.total_uw 118 \
    nClkBuffers 0 \
    die_width_um 144 \
    path_max_fanout 34 \
    timing.hold.worst.class "input pin to output port" \
]
==> power by group <==
group | total [µW] | switching [µW] | internal (µW) | leakage, µW
logic | 118 | 20.8 | 96.8 | 0.00152
clock network | 0 | 0 | 0 | 0
registers | 0 | 0 | 0 | 0
total | 118 | 20.8 | 96.8 | 0.00152
==> cell usage in the layout, fill, tap and decap left out, drive strengths merged <==
| master | Yosys | layout |
|---|---|---|
| nor4 | 1 | 1 |
| clkdlybuf4s50 | 0 | 224 |
| nand3 | 1 | 1 |
| nand2b | 1 | 1 |
| and2 | 1 | 1 |
| and4 | 1 | 1 |
| nor2 | 1 | 1 |
| buf | 7 | 1 |
| mux2 | 70 | 70 |
| nor3 | 1 | 1 |
| and3 | 1 | 1 |
| xnor2 | 1 | 1 |
==> worst max-delay path by stage <==
stage | end | depth (start not counted)
after CTS | reg_wb_data[33] | 6
after global routing | reg_wb_data[35] | 6
final | reg_wb_data[36] | 6
==> Yosys cell counts, drive strengths merged <==
master,n,area (µm²)
buf,7,72.6
xnor2,1,8.76
and3,1,6.26
nor3,1,10.0
nand2b,1,6.26
nand3,1,17.5
and4,1,8.76
nor4,1,6.26
nor2,1,3.75
and2,1,6.26
mux2,70,1010
==> area by class of cell <==
type | count | share of cell area
repair buffers | 225 | 0.630
multi-input cells | 79 | 0.304
well taps | 188 | 0.0658
==> per-stage QoR <==
stage,util,std cells,hold slack (ns)
2_1_floorplan,-,86,4.13
3_3_place_gp,0.236,492,4.98
3_5_place_dp,0.236,492,4.98
4_1_cts,0.236,492,4.98
5_1_grt,0.236,492,4.99
6_report,0.236,492,4.97
==> per-layer routing <==
layer	vias to the layer above	GRT usage	share of wire
met2	114	0.131	0.51
li1	765	-	-
met5	-	0	0
met4	0	0	0
met3	0	0.0456	0.17
met1	692	0.0698	0.32
==> kinds of logic (layout without fill, tap and decap cells) <==
family | count (synthesis) | after routing | share of synthesized area
buffers and inverters | 7 | 225 | 0.0626
AND/OR/NAND/NOR | 8 | 8 | 0.0561
XOR/XNOR | 1 | 1 | 0.00755
multiplexers | 70 | 70 | 0.874
No activity file was given, so power comes from the tool's default toggle rates.
